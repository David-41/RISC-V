==> flow/design.v <==
module Memory #(
    parameter DEPTH = 10,
    parameter WORD_SIZE = 32,
    parameter INITIALIZE = 0,
    parameter FILE = "Memory.txt"
)(
    input logic clk, we, read, cs,
    input logic[$clog2(DEPTH)-1:0] addr, 
    input logic[WORD_SIZE-1:0] dataIn,
    output logic[WORD_SIZE-1:0] dataOut
);
    logic[WORD_SIZE-1:0] memory[DEPTH-1:0];
    initial begin
        if(INITIALIZE == 1'b1) begin
            $readmemh(FILE, memory);
        end
    end
    always @(posedge clk) begin
        if(cs) begin
            if(we) begin
                memory[addr] <= dataIn;
            end
            else if(read) begin
                dataOut <= memory[addr];
            end
        end
    end
endmodule
==> flow/run.sh <==
#!/bin/bash
# OpenROAD 26Q1-2900-gdf79404cd8, Yosys 0.63+post, stock flow scripts
make -C /OpenROAD-flow-scripts/flow DESIGN_CONFIG=/design/flow/config.mk WORK_HOME=/design/flow/orfs finish
==> flow/constraint.sdc <==
current_design Memory

set clk_period 7.5
set clk_io_pct 0.2

create_clock -name clk0 -period $clk_period [get_ports {clk}]

set non_clock_inputs [all_inputs -no_clocks]
set_input_delay [expr $clk_period * $clk_io_pct] -clock clk0 $non_clock_inputs
set_output_delay [expr $clk_period * $clk_io_pct] -clock clk0 [all_outputs]
==> flow/config.mk <==
export PLATFORM = sky130hd
export DESIGN_NAME = Memory
export DESIGN_NICKNAME = Memory
export VERILOG_FILES = /design/flow/design.v
export SDC_FILE = /design/flow/constraint.sdc
export NUM_CORES = 4
export LEC_CHECK = 1
export CORE_UTILIZATION = 40
==> run summary <==
The flow run is done. The flow ran to the end, and the final reports show no timing, DRC or antenna violations. The worst hold path terminates at dataOut[29]$_DFFE_PP_. Weighted congestion reported at the end of routability-driven placement landed at 0.7652. Summed over all instances, the cell type with the most area after synthesis is sky130_fd_sc_hd__edfxtp_1.

Maximum fanout count along the critical path landed at 37. The via count of the first global-routing pass was 6905. The post-synth count of flops with an enable pin is 352. Post-detailed-route DRC marker count landed at 0.

The number of clock buffers added by TritonCTS is 38. Slew of the pin with the lowest slew margin landed at 0.7599 ns. The die is 184.8 µm tall. Across the run, the number of max-cap violations was 0. Synthesized instance count landed at 630.

Of the available clock period, the critical path in the final layout requires 0.5369. Area enclosed by the die boundary landed at 34150 µm². In this run the critical register-to-register path is captured at dataOut[11]$_DFFE_PP_. The most numerous cell type found on the critical path is sky130_fd_sc_hd__buf_4. For this run, the leading register cell type out of synthesis is sky130_fd_sc_hd__edfxtp_1. The report lists the power per cell area as 260.8 nW/µm². Setup repair after global routing left no endpoint under its margin. The worst setup path is of the in -> reg kind.

Recorded from the global router log, the overflow total was 0. Floorplan die width landed at 184.8 µm. Sum of routed wire length over all layers landed at 26250 µm. Total global-route track usage over all layers is 0.1745. Total vias in the final route landed at 6286. Fmax landed at 248.3 MHz. CTS sink count landed at 352. The total area inside the core boundary comes to 32700 µm².

Async set or reset register ratio after synthesis landed at 0. Endpoints with negative setup slack in the final report add up to 0. The report puts the hold buffer count at CTS at 0. Synthesized area landed at 13360 µm². Initial core utilization landed at 0.4087. Clock transition at the registers of the reported paths landed at 0.06 ns.

Final hold slack landed at 0.6499 ns. sky130_fd_sc_hd__edfxtp_1 is the most common cell in the netlist. The worst setup path is launched from a primary input. A synthesized cell averages 21.21 µm². In the final routed layout, each cell accounts on average for 21.95 µm. TritonCTS built the clock tree.

Number of buffers added on ports landed at 71. For reference, the final report shows the hold violation count at 0. Setup TNS landed at 0 ns. By count the netlist is led by sky130_fd_sc_hd__edfxtp_1, sky130_fd_sc_hd__mux2_2, sky130_fd_sc_hd__nand2_1. Count of tool warnings landed at 25.

STA puts the critical path data arrival time at 4.20 ns. The synthesized design contains 352 register bits. Traced cell by cell, the critical path runs through clkdlybuf4s50_1 > buf_4 > nor2_2 > buf_4 > nand3_1 > nor2_4 > buf_4. Setup slack of the most critical reg-to-reg path landed at 6.05 ns.

Maximum vdd ir drop landed at 0.0001267 V. The OpenROAD report gives the critical path a required time of 7.67 ns. Per the run report, area growth between synthesis and finish was 18.29%. Wire length of the first global-routing pass landed at 39770 µm. Number of cells in Yosys stat landed at 630. Entering global routing, the biggest net connects 49 pins. Fill cell instance count of the final layout landed at 2592. Number of nets with antenna violations after detailed routing landed at 0. Per STA, the highest per-stage delay on the worst path measures 0.54 ns.

Maximum number of buffers from clock root to sink landed at 3. Post-synthesis, Yosys gives the total cell area as 13360 µm². I/O pin total landed at 72. Path depth of the worst reg2reg path landed at 3.

The share of synthesized area in the top cell type comes to 0.7909. Note that the worst hold path type here is reg -> reg. Once the clock tree was built, the setup fixing pass inserted 0 buffers. Floorplan row count landed at 66. The routed design shows a via density per instance of 5.256. The share of the Yosys chip area taken by registers is 0.7909. Half-perimeter wire length after detailed placement landed at 13740 µm.

The number of antenna violations at the first check in global routing came to 1. Before antenna repair, the detailed router went through 5 iterations. Number of distinct standard cells referenced by the synthesized netlist landed at 20.

In this run the tightest slew margin relative to its limit is 0.4934. Clock latency on the worst-skew pair landed at 0.51 ns. Looking at hold timing, the worst path starts from memory[8][29]$_DFFE_PP_. The clock tree synthesis step divided the H-tree into 2 levels.

The final timing report derives a shortest allowable period of 4.027 ns. The largest individual stage delay along the critical path comes from the cell sky130_fd_sc_hd__nor2_4. For this block, the initial DRC count from the detailed router was 420.

In this run the static leakage power is 5.155 nW. Warning count from the yosys run landed at 1. By area the synthesized netlist is led by sky130_fd_sc_hd__edfxtp_1, sky130_fd_sc_hd__mux2_2, sky130_fd_sc_hd__mux4_2. Clock tree synthesis selected as its root buffer the cell sky130_fd_sc_hd__clkbuf_16.

STA classifies the critical path endpoint as a register. Quantity of gates resized following cts landed at 0. The worst register-to-register path begins at memory[6][11]$_DFFE_PP_.

The final timing report lists clock skew as 0.01380 ns. The number of cells on the worst hold path is listed as 3. Per the final report, max-transition violations number 0. In the final layout, the share of cells above drive strength 1 is 0.2802.
==> registers in the layout, summed over array words and instances (netlist names) <==
signal and cells:
dataOut 32, memory 320
==> power by group <==
part / switching [W] / total, W / internal (W)
registers: 0.00000511 / 0.00220 / 0.00219
logic: 0.0000992 / 0.000179 / 0.0000794
clock network: 0.000690 / 0.00175 / 0.00106
total: 0.000794 / 0.00412 / 0.00333
==> per-stage QoR <==
step,worst slack [ns],instances,power (W),util,cell area [µm²]
4_1_cts,3.478,1195,0.004166,0.4834,15810
6_report,3.473,1196,0.004122,0.4834,15810
5_1_grt,3.308,1195,0.004257,0.4834,15810
2_1_floorplan,2.761,630,0.002343,-,13360
3_5_place_dp,2.962,1130,0.002421,0.4471,14620
3_3_place_gp,3.025,1130,0.002416,0.4471,14620
==> layout make-up <==
cell class	count	area (µm²)	share of cell area
Sequential cell	352	10570	0.6686
Multi-Input combinational cell	245	2641	0.1671
Clock buffer	47	1049	0.06632
Timing Repair Buffer	91	857.1	0.05421
Tap cell	442	553.0	0.03498
Clock inverter	18	136.4	0.008627
Antenna cell	1	2.502	0.0001583
==> cells by family (layout without fill, tap and decap cells) <==
family | count (synthesis) | after routing | share of synthesized area
AND-OR/OR-AND | 32 | 32 | 0.02397
buffers and inverters | 33 | 156 | 0.01769
flip-flops | 352 | 352 | 0.7909
multiplexers | 128 | 128 | 0.1410
other | 0 | 1 | 0
AND/OR/NAND/NOR | 85 | 85 | 0.02640
==> metal layers <==
layer | up-vias | track usage | share of wire
li1 | 2780 | - | -
met2 | 402 | 0.2580 | 0.47
met5 | - | 0.007407 | 0
met3 | 29 | 0.1186 | 0.15
met1 | 3075 | 0.2290 | 0.37
met4 | 0 | 0.02579 | 0.015
==> layout by cell type, fill, tap and decap left out, drive strengths merged <==
cell,count
nand2b,2
nand4b,2
edfxtp,352
a222oi,32
clkinvlp,1
mux2,96
buf,22
nand2,66
nor3,3
nor2,9
bufinv,2
and3b,1
clkdlybuf4s50,69
nand3,1
nor3b,1
clkbuf,47
diode,1
mux4,32
clkinv,15
==> worst max-delay path, delay by kind of cell <==
family / cells / cell delay, ns
buffers and inverters: 4 / 1.59
and+or+nand+nor: 3 / 1.09
==> how the worst max path moves through the flow <==
stage,from,endpoint,slack [ns],cells after the start
4_1_cts,addr[3],memory[3][25]$_DFFE_PP_,3.48,7
6_report,addr[3],memory[3][24]$_DFFE_PP_,3.47,7
5_1_grt,addr[3],memory[2][26]$_DFFE_PP_,3.31,7
Power is estimated from default activity; no workload was simulated.
